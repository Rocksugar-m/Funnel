### ./run.sh
#!/bin/bash
# OpenROAD 26Q1-2900-gdf79404cd8, Yosys 0.63+post, stock flow scripts
make -C /OpenROAD-flow-scripts/flow DESIGN_CONFIG=/design/flow/config.mk WORK_HOME=/design/flow/orfs finish
### ./config.mk
export PLATFORM = sky130hd
export DESIGN_NAME = index_parser
export DESIGN_NICKNAME = index_parser
export VERILOG_FILES = /design/flow/design.v
export SDC_FILE = /design/flow/constraint.sdc
export NUM_CORES = 4
export LEC_CHECK = 1
export CORE_AREA = 10 10 218 218
export DIE_AREA = 0 0 228 228
### ./constraint.sdc
current_design index_parser

set clk_period 13.9
set clk_io_pct 0.2

create_clock -name clk0 -period $clk_period

set non_clock_inputs [all_inputs -no_clocks]
set_input_delay [expr $clk_period * $clk_io_pct] -clock clk0 $non_clock_inputs
set_output_delay [expr $clk_period * $clk_io_pct] -clock clk0 [all_outputs]
### ./design.v
`timescale 0.1ns / 0.1ns
module index_parser #(
    parameter PE_NUMBER = 32,
    parameter LOG2_HEIGHT = 4,
    parameter LOG2_PES = 4,
    parameter LOG2_K = 5
) (
    input [PE_NUMBER*LOG2_HEIGHT-1:0] i_row_index,
    input [PE_NUMBER*LOG2_PES-1:0] i_col_index,
    input [LOG2_HEIGHT+LOG2_K-1:0] i_remain_count,
    output reg [PE_NUMBER*LOG2_HEIGHT-1:0] o_row_index,
    output reg [PE_NUMBER*LOG2_PES-1:0] o_col_index,
    output reg [PE_NUMBER-1:0] o_pe_en
);
    always @(i_remain_count) begin
        if(i_remain_count[LOG2_HEIGHT+LOG2_K-1:LOG2_PES != 0]) begin
            o_row_index = i_row_index;
            o_col_index = i_col_index;
            o_pe_en = 32'hffffffff;
        end
        else begin
            case (i_remain_count[LOG2_PES-1:0])
                5'b00000: begin
                    o_row_index = 'b0;
                    o_col_index = 'b0;
                    o_pe_en = 32'b0;
                end
                5'b00001: begin
                    o_row_index = {32{i_row_index[0*LOG2_HEIGHT +: LOG2_HEIGHT]}};
                    o_col_index = {{31{5'b0000}}, i_col_index[0 +: 1*LOG2_PES]};
                    o_pe_en = 32'b00000000000000000000000000000001;
                end
                5'b00010: begin
                    o_row_index = {{31{i_row_index[1*LOG2_HEIGHT +: LOG2_HEIGHT]}}, i_row_index[0 +: LOG2_HEIGHT]};
                    o_col_index = {{30{5'b00000}}, {i_col_index[0 +: 2*LOG2_PES]}};
                    o_pe_en = 32'b00000000000000000000000000000011;
                end
                5'b00011: begin
                    o_row_index = {{30{i_row_index[2*LOG2_HEIGHT +: LOG2_HEIGHT]}}, i_row_index[0 +: 2*LOG2_HEIGHT]};
                    o_col_index = {{29{5'b00000}}, {i_col_index[0 +: 3*LOG2_PES]}};
                    o_pe_en = 32'b00000000000000000000000000000111;
                end
                5'b00100: begin
                    o_row_index = {{29{i_row_index[3*LOG2_HEIGHT +: LOG2_HEIGHT]}}, i_row_index[0 +: 3*LOG2_HEIGHT]};
                    o_col_index = {{28{5'b00000}}, {i_col_index[0 +: 4*LOG2_PES]}};
                    o_pe_en = 32'b00000000000000000000000000001111;
                end
                5'b00101: begin
                    o_row_index = {{28{i_row_index[4*LOG2_HEIGHT +: LOG2_HEIGHT]}}, i_row_index[0 +: 4*LOG2_HEIGHT]};
                    o_col_index = {{27{5'b00000}}, {i_col_index[0 +: 5*LOG2_PES]}};
                    o_pe_en = 32'b00000000000000000000000000011111;
                end
                5'b00110: begin
                    o_row_index = {{27{i_row_index[5*LOG2_HEIGHT +: LOG2_HEIGHT]}}, i_row_index[0 +: 5*LOG2_HEIGHT]};
                    o_col_index = {{26{5'b00000}}, {i_col_index[0 +: 6*LOG2_PES]}};
                    o_pe_en = 32'b00000000000000000000000000111111;
                end
                5'b00111: begin
                    o_row_index = {{26{i_row_index[6*LOG2_HEIGHT +: LOG2_HEIGHT]}}, i_row_index[0 +: 6*LOG2_HEIGHT]};
                    o_col_index = {{25{5'b00000}}, {i_col_index[0 +: 7*LOG2_PES]}};
                    o_pe_en = 32'b00000000000000000000000001111111;
                end
                5'b01000: begin
                    o_row_index = {{25{i_row_index[7*LOG2_HEIGHT +: LOG2_HEIGHT]}}, i_row_index[0 +: 7*LOG2_HEIGHT]};
                    o_col_index = {{24{5'b00000}}, {i_col_index[0 +: 8*LOG2_PES]}};
                    o_pe_en = 32'b00000000000000000000000011111111;
                end
                5'b01001: begin
                    o_row_index = {{24{i_row_index[8*LOG2_HEIGHT +: LOG2_HEIGHT]}}, i_row_index[0 +: 8*LOG2_HEIGHT]};
                    o_col_index = {{23{5'b00000}}, {i_col_index[0 +: 9*LOG2_PES]}};
                    o_pe_en = 32'b00000000000000000000000111111111;
                end
                5'b01010: begin
                    o_row_index = {{23{i_row_index[9*LOG2_HEIGHT +: LOG2_HEIGHT]}}, i_row_index[0 +: 9*LOG2_HEIGHT]};
                    o_col_index = {{22{5'b00000}}, {i_col_index[0 +: 10*LOG2_PES]}};
                    o_pe_en = 32'b00000000000000000000001111111111;
                end
                5'b01011: begin
                    o_row_index = {{22{i_row_index[10*LOG2_HEIGHT +: LOG2_HEIGHT]}}, i_row_index[0 +: 10*LOG2_HEIGHT]};
                    o_col_index = {{21{5'b00000}}, {i_col_index[0 +: 11*LOG2_PES]}};
                    o_pe_en = 32'b00000000000000000000011111111111;
                end
                5'b01100: begin
                    o_row_index = {{21{i_row_index[11*LOG2_HEIGHT +: LOG2_HEIGHT]}}, i_row_index[0 +: 11*LOG2_HEIGHT]};
                    o_col_index = {{20{5'b00000}}, {i_col_index[0 +: 12*LOG2_PES]}};
                    o_pe_en = 32'b00000000000000000000111111111111;
                end
                5'b01101: begin
                    o_row_index = {{20{i_row_index[12*LOG2_HEIGHT +: LOG2_HEIGHT]}}, i_row_index[0 +: 12*LOG2_HEIGHT]};
                    o_col_index = {{19{5'b00000}}, {i_col_index[0 +: 13*LOG2_PES]}};
                    o_pe_en = 32'b00000000000000000001111111111111;
                end
                5'b01110: begin
                    o_row_index = {{19{i_row_index[13*LOG2_HEIGHT +: LOG2_HEIGHT]}}, i_row_index[0 +: 13*LOG2_HEIGHT]};
                    o_col_index = {{18{5'b00000}}, {i_col_index[0 +: 14*LOG2_PES]}};
                    o_pe_en = 32'b00000000000000000011111111111111;
                end
                5'b01111: begin
                    o_row_index = {{18{i_row_index[14*LOG2_HEIGHT +: LOG2_HEIGHT]}}, i_row_index[0 +: 14*LOG2_HEIGHT]};
                    o_col_index = {{17{5'b00000}}, {i_col_index[0 +: 15*LOG2_PES]}};
                    o_pe_en = 32'b00000000000000000111111111111111;
                end
                5'b10000: begin
                    o_row_index = {{17{i_row_index[15*LOG2_HEIGHT +: LOG2_HEIGHT]}}, i_row_index[0 +: 15*LOG2_HEIGHT]};
                    o_col_index = {{16{5'b00000}}, {i_col_index[0 +: 16*LOG2_PES]}};
                    o_pe_en = 32'b00000000000000001111111111111111;
                end
                5'b10001: begin
                    o_row_index = {{16{i_row_index[16*LOG2_HEIGHT +: LOG2_HEIGHT]}}, i_row_index[0 +: 16*LOG2_HEIGHT]};
                    o_col_index = {{15{5'b00000}}, {i_col_index[0 +: 17*LOG2_PES]}};
                    o_pe_en = 32'b00000000000000011111111111111111;
                end
                5'b10010: begin
                    o_row_index = {{15{i_row_index[17*LOG2_HEIGHT +: LOG2_HEIGHT]}}, i_row_index[0 +: 17*LOG2_HEIGHT]};
                    o_col_index = {{14{5'b00000}}, {i_col_index[0 +: 18*LOG2_PES]}};
                    o_pe_en = 32'b00000000000000111111111111111111;
                end
                5'b10011: begin
                    o_row_index = {{14{i_row_index[18*LOG2_HEIGHT +: LOG2_HEIGHT]}}, i_row_index[0 +: 18*LOG2_HEIGHT]};
                    o_col_index = {{13{5'b00000}}, {i_col_index[0 +: 19*LOG2_PES]}};
                    o_pe_en = 32'b00000000000001111111111111111111;
                end
                5'b10100: begin
                    o_row_index = {{13{i_row_index[19*LOG2_HEIGHT +: LOG2_HEIGHT]}}, i_row_index[0 +: 19*LOG2_HEIGHT]};
                    o_col_index = {{12{5'b00000}}, {i_col_index[0 +: 20*LOG2_PES]}};
                    o_pe_en = 32'b00000000000011111111111111111111;
                end
                5'b10101: begin
                    o_row_index = {{12{i_row_index[20*LOG2_HEIGHT +: LOG2_HEIGHT]}}, i_row_index[0 +: 20*LOG2_HEIGHT]};
                    o_col_index = {{11{5'b00000}}, {i_col_index[0 +: 21*LOG2_PES]}};
                    o_pe_en = 32'b00000000000111111111111111111111;
                end
                5'b10110: begin
                    o_row_index = {{11{i_row_index[21*LOG2_HEIGHT +: LOG2_HEIGHT]}}, i_row_index[0 +: 21*LOG2_HEIGHT]};
                    o_col_index = {{10{5'b00000}}, {i_col_index[0 +: 22*LOG2_PES]}};
                    o_pe_en = 32'b00000000001111111111111111111111;
                end
                5'b10111: begin
                    o_row_index = {{10{i_row_index[22*LOG2_HEIGHT +: LOG2_HEIGHT]}}, i_row_index[0 +: 22*LOG2_HEIGHT]};
                    o_col_index = {{9{5'b00000}}, {i_col_index[0 +: 23*LOG2_PES]}};
                    o_pe_en = 32'b00000000011111111111111111111111;
                end
                5'b11000: begin
                    o_row_index = {{9{i_row_index[23*LOG2_HEIGHT +: LOG2_HEIGHT]}}, i_row_index[0 +: 23*LOG2_HEIGHT]};
                    o_col_index = {{8{5'b00000}}, {i_col_index[0 +: 24*LOG2_PES]}};
                    o_pe_en = 32'b00000000111111111111111111111111;
                end
                5'b11001: begin
                    o_row_index = {{8{i_row_index[24*LOG2_HEIGHT +: LOG2_HEIGHT]}}, i_row_index[0 +: 24*LOG2_HEIGHT]};
                    o_col_index = {{7{5'b00000}}, {i_col_index[0 +: 25*LOG2_PES]}};
                    o_pe_en = 32'b00000001111111111111111111111111;
                end
                5'b11010: begin
                    o_row_index = {{7{i_row_index[25*LOG2_HEIGHT +: LOG2_HEIGHT]}}, i_row_index[0 +: 25*LOG2_HEIGHT]};
                    o_col_index = {{6{5'b00000}}, {i_col_index[0 +: 26*LOG2_PES]}};
                    o_pe_en = 32'b00000011111111111111111111111111;
                end
                5'b11011: begin
                    o_row_index = {{6{i_row_index[26*LOG2_HEIGHT +: LOG2_HEIGHT]}}, i_row_index[0 +: 26*LOG2_HEIGHT]};
                    o_col_index = {{5{5'b00000}}, {i_col_index[0 +: 27*LOG2_PES]}};
                    o_pe_en = 32'b00000111111111111111111111111111;
                end
                5'b11100: begin
                    o_row_index = {{5{i_row_index[27*LOG2_HEIGHT +: LOG2_HEIGHT]}}, i_row_index[0 +: 27*LOG2_HEIGHT]};
                    o_col_index = {{4{5'b00000}}, {i_col_index[0 +: 28*LOG2_PES]}};
                    o_pe_en = 32'b00001111111111111111111111111111;
                end
                5'b11101: begin
                    o_row_index = {{4{i_row_index[28*LOG2_HEIGHT +: LOG2_HEIGHT]}}, i_row_index[0 +: 28*LOG2_HEIGHT]};
                    o_col_index = {{3{5'b00000}}, {i_col_index[0 +: 29*LOG2_PES]}};
                    o_pe_en = 32'b00011111111111111111111111111111;
                end
                5'b11110: begin
                    o_row_index = {{3{i_row_index[29*LOG2_HEIGHT +: LOG2_HEIGHT]}}, i_row_index[0 +: 29*LOG2_HEIGHT]};
                    o_col_index = {{2{5'b00000}}, {i_col_index[0 +: 30*LOG2_PES]}};
                    o_pe_en = 32'b00111111111111111111111111111111;
                end
                default: begin
                    o_row_index = {{2{i_row_index[30*LOG2_HEIGHT +: LOG2_HEIGHT]}}, i_row_index[0 +: 30*LOG2_HEIGHT]};
                    o_col_index = {{1{5'b00000}}, i_col_index[0 +: 31*LOG2_PES]};
                    o_pe_en = 32'b01111111111111111111111111111111;
                end
            endcase
        end
    end
endmodule
==> GITHUB_STEP_SUMMARY <==
### Flow metrics

| Metric | Value |
|---|---|
| CP max stage delay | `670 ps` |
| Final Power | `189 uW` |
| Design Area, Final | `8300 um2` |
| Worst setup EP type | `output port` |
| Die area | `52000 um2` |
| VDD IR-drop max | `7.05 uV` |
| Cts repair resizes | `0` |
| Warnings from Yosys | `1` |
| Yosys cell count | `343` |
| Final worst path period need | `9150 ps` |
| Distinct cells, synth | `13` |
| Endpoints failing hold | `0` |
| Final Slew Violations | `0` |
| Core area | `42900 um2` |
| Placed Instance Area | `8290 um2` |
| Syn Area/Cell | `7.12 um2` |
| Crit path kind | `in2out` |
| Flop area | `0 um2` |
| RSZ-0062 raised after global routing | `false` |
| Min-delay src | `i_col_index[49]` |
| Vias in the first global route | `4726` |
| Log Warnings | `32` |
| Drt wl/cell | `17.5 um` |
| # setup viols final | `0` |
| Clock buffer count | `0` |
| Met3 WL | `2.29 mm` |
| Initial antenna violation count | `2` |
| Drt total wl | `25.0 mm` |
| Horizontal die dimension | `228 um` |
| Setup TNS | `0 ps` |
| CP Cell Sequence | `clkdlybuf4s50_1 > or4_1 > or2_4 > buf_4 > buf_4 > and2_1 > clkdlybuf4s50_1` |
| Flops | `0` |
| GP Congestion | `0.923` |
| # IOs | `553` |
| Post-CTS Hold Fix Bufs | `0` |
| Layout cells sized above 1 | `4.04%` |
| Crit path DRT | `11120 ps` |
| Seq share, synth | `0%` |
| PwrDens | `22.7 nW/um2` |
| Core Rows | `76` |
| M1 WL | `10.6 mm` |
| Crit path DAT | `6370 ps` |
| I/O Buffers | `553` |
| Yosys stat area | `2440 um2` |
| Instance count of the mapped netlist | `343` |
| Pin count of the biggest net entering global routing | `99` |
| Relative slew slack | `51.0%` |
| Post-route ant nets | `0` |
| Worst-Margin Slew | `735 ps` |
| Outcome | `finished clean` |
| Vias post-DR | `4362` |
| Initial Util | `5.69%` |
| Maxcap violations | `0` |
| Drt first pass iters | `4` |
| Crit. Startpoint | `i_remain_count[7]` |
| First-pass GRT wire length | `34.9 mm` |
| Die H | `228 um` |
| DP HPWL | `21.8 mm` |
| Worst min path class | `in2out` |
| Crit path max fanout | `70` |
| Worst path slowest cell | `buf_4` |
| Remaining DRCs | `0` |
| Met2 wire len | `11.9 mm` |
| Post-CTS Setup Inserts | `0` |
| Avg Vias per Cell | `3.05` |
| Synthesized area | `2440 um2` |
| Filler cell count | `4734` |
| GR Overflow Total | `0` |
| Area growth, synth to finish | `240%` |
| P_leak | `3.51 nW` |
| Post-layout period usage | `65.8%` |
| Top Layer Used | `met4` |
| CP Launch Type | `primary input` |
| GRT Total Usage | `8.86%` |
| Fmax | `109 MHz` |
| Initial DRC count | `175` |
==> power breakdown <==
part	leakage (nW)	switching [mW]	internal (mW)
registers	0	0	0
clock network	0.00000634	0	0.00000000963
logic	3.51	0.0387	0.150
total	3.51	0.0387	0.150
==> area by class of cell <==
| cell class | instances | area [um2] | share of cell area (%) |
|---|---|---|---|
| multi-input combinational | 282 | 1970 | 23.8 |
| tap | 585 | 732 | 8.82 |
| antenna | 1 | 2.50 | 0.0302 |
| timing repair buffer | 560 | 5590 | 67.4 |
==> stage by stage <==
stage	hold WS [ps]	instances	util (%)	setup WS (ps)
4_1_cts	6490	1427	19.3	4740
2_1_floorplan	5620	343	-	6920
5_1_grt	6500	1427	19.3	4470
6_report	6480	1428	19.3	4750
3_3_place_gp	6480	1427	19.3	4800
3_5_place_dp	6480	1427	19.3	4730
==> cell families (layout without fill, tap and decap cells) <==
logic type             count (synthesis)  in the layout  share of synthesized area (%)
and+or+nand+nor                      158            158                           41.6
buffers and inverters                 61            560                           20.3
other                                  0              1                              0
AOI/OAI and AO/OA                    124            124                           38.1
==> cell usage in the layout (no fill, tap or decap), drive strengths merged <==
cell / Yosys / layout
a21o: 124 / 124
and2: 132 / 132
buf: 56 / 7
clkdlybuf4s50: 0 / 553
diode: 0 / 1
nand2: 4 / 4
nor3: 4 / 4
or2: 15 / 15
or3: 1 / 1
or4: 2 / 2
==> path summary, 6_finish.rpt <==
kind	endpoint	depth (start not counted)	slack, ps
max	o_col_index[97]	7	4750
min	o_col_index[49]	3	6480
==> per-layer routing <==
layer | GRT usage, % | vias up
li1 | - | 2104
met1 | 11.3 | 1959
met2 | 15.0 | 287
met3 | 2.75 | 12
met4 | 0.667 | 0
met5 | 0 | -
==> cells in the mapped netlist <==
master,number,area (um2)
or3_1,1,6.26
or2_1,1,6.26
or4_1,2,15.0
nand2_1,4,15.0
nor3_2,4,40.0
clkbuf_1,5,18.8
a21o_1,124,931
and2_4,8,70.1
buf_4,16,120
and2_1,124,776
buf_6,25,282
or2_2,14,87.6
buf_2,15,75.1
==> critical path, delay by kind of cell <==
family,cells,cell delay (ps)
buffers and inverters,4,2250
AND/OR/NAND/NOR,3,1240
Power figures rest on the tool's default switching activity, not on a simulated workload.
