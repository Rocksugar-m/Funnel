### /design/flow/constraint.sdc
current_design insert_sort

set clk_period 3.2
set clk_io_pct 0.2

create_clock -name clk0 -period $clk_period [get_ports {clk}]

set non_clock_inputs [all_inputs -no_clocks]
set_input_delay [expr $clk_period * $clk_io_pct] -clock clk0 $non_clock_inputs
set_output_delay [expr $clk_period * $clk_io_pct] -clock clk0 [all_outputs]
### /design/flow/config.mk
export PLATFORM = sky130hd
export DESIGN_NAME = insert_sort
export DESIGN_NICKNAME = insert_sort
export VERILOG_FILES = /design/flow/design.v
export SDC_FILE = /design/flow/constraint.sdc
export NUM_CORES = 4
export LEC_CHECK = 1
export CORE_UTILIZATION = 40
### /design/flow/design.v
`timescale 0.1ns / 0.1ns
module insert_sort #(
    parameter K_NUMBER = 32,
    parameter BLOCK_NUMBER = 16,
    parameter LOG2_BLOCK_NUMBER = 4,
    parameter LOG2_WIDTH = 5,
    parameter DATA_WIDTH = 4,
    parameter INDEX_WIDTH = 9
    )(
    input clk,
    input rst_n,
    input i_valid,
    input [DATA_WIDTH-1:0] i_data,
    input [INDEX_WIDTH-1:0] i_index,
    input i_clear,
    input i_last_block,
    output o_valid,
    output [DATA_WIDTH*K_NUMBER-1:0] o_sorted_data,
    output [INDEX_WIDTH*K_NUMBER-1:0] o_sorted_index,
    output reg [BLOCK_NUMBER*(LOG2_WIDTH+1)-1:0] o_row_block_count,
    output reg o_count_valid
    );
    wire [DATA_WIDTH-1:0] w_data [0:K_NUMBER-1];
    wire [(INDEX_WIDTH+1)-1:0] w_index [0:K_NUMBER-1];
    wire [K_NUMBER-1:0] w_valid;
    genvar i;
    generate 
        for(i = 0; i < K_NUMBER; i = i + 1) begin
            if(i == 0) begin
                sort_pe #(
                    .DATA_WIDTH(DATA_WIDTH),
                    .INDEX_WIDTH(INDEX_WIDTH)
                    ) U_sort_pe(
                    .clk(clk),
                    .rst_n(rst_n),
                    .i_valid(i_valid),
                    .i_data(i_data),
                    .i_index({1'b0,i_index}),
                    .i_clear(i_clear),
                    .o_valid(w_valid[i]),
                    .o_shift_data(w_data[i]),
                    .o_shift_index(w_index[i]),
                    .o_data(o_sorted_data[i*DATA_WIDTH +: DATA_WIDTH]),
                    .o_index(o_sorted_index[i*INDEX_WIDTH +: INDEX_WIDTH])  
                );
            end
            else begin
                sort_pe #(
                    .DATA_WIDTH(DATA_WIDTH),
                    .INDEX_WIDTH(INDEX_WIDTH)
                    ) U_sort_pe(
                    .clk(clk),
                    .rst_n(rst_n),
                    .i_valid(w_valid[i-1]),
                    .i_data(w_data[i-1]),
                    .i_index(w_index[i-1]),
                    .i_clear(i_clear),
                    .o_valid(w_valid[i]),
                    .o_shift_data(w_data[i]),
                    .o_shift_index(w_index[i]),
                    .o_data(o_sorted_data[i*DATA_WIDTH +: DATA_WIDTH]),
                    .o_index(o_sorted_index[i*INDEX_WIDTH +: INDEX_WIDTH])  
                );
            end
        end
    endgenerate
    assign o_valid = i_last_block && w_valid[K_NUMBER-2:0] == 'b0 && w_valid[K_NUMBER-1] == 1'b1;
    always @(posedge clk or negedge rst_n) begin
        if(rst_n == 1'b0) begin
            o_count_valid <= 'b0;
        end
        else begin
            o_count_valid <= o_valid;
        end
    end
    generate
        for(i = 0; i < BLOCK_NUMBER; i = i+1) begin
            always @(posedge clk or negedge rst_n) begin
                if(rst_n == 1'b0) begin
                    o_row_block_count[i*(LOG2_WIDTH+1) +: (LOG2_WIDTH+1)] <= 6'b100000; 
                end
                else if((w_index[K_NUMBER-1][(INDEX_WIDTH+1)-1:(INDEX_WIDTH+1)-1-LOG2_BLOCK_NUMBER] == i) && w_valid[K_NUMBER-1]) begin
                    o_row_block_count[i*(LOG2_WIDTH+1) +: (LOG2_WIDTH+1)] <= o_row_block_count[i*(LOG2_WIDTH+1) +: (LOG2_WIDTH+1)] - 1'b1;
                end
                else if(i_clear) begin  
                    o_row_block_count[i*(LOG2_WIDTH+1) +: (LOG2_WIDTH+1)] <= 6'b100000; 
                end
            end
        end
    endgenerate
endmodule
`timescale 0.1ns / 0.1ns
module sort_pe #(
    parameter DATA_WIDTH = 4,
    parameter INDEX_WIDTH = 9
    )(
    input clk,
    input rst_n,
    input i_valid,
    input [DATA_WIDTH-1:0] i_data,
    input [(INDEX_WIDTH+1)-1:0] i_index,
    input i_clear,
    output reg o_valid,
    output reg [DATA_WIDTH-1:0] o_shift_data,
    output reg [(INDEX_WIDTH+1)-1:0] o_shift_index,
    output [DATA_WIDTH-1:0] o_data,
    output [INDEX_WIDTH-1:0] o_index
    );
    localparam signed BOUNDARY = 4'b1001;
    reg [DATA_WIDTH-1:0] r_data;  
    reg [(INDEX_WIDTH+1)-1:0] r_index;
    always @(posedge clk or negedge rst_n) begin
        if(rst_n == 1'b0) begin
            o_valid <= 'b0;
        end
        else begin
            o_valid <= i_valid;
        end
    end
    always @(posedge clk or negedge rst_n) begin
        if(rst_n == 1'b0) begin
            r_data <= BOUNDARY;  
            r_index <= {(INDEX_WIDTH+1){1'b1}};
            o_shift_data <= 'b0;
            o_shift_index <= 'b0;
        end
        else if(i_clear) begin
            r_data <= BOUNDARY;  
            r_index <= {(INDEX_WIDTH+1){1'b1}};
            o_shift_data <= 'b0;
            o_shift_index <= 'b0;
        end
        else if(i_valid & ($signed(i_data) > $signed(r_data))) begin
            r_data <= i_data;
            r_index <= i_index;
            o_shift_data <= r_data;
            o_shift_index <= r_index;
        end
        else if(i_valid) begin
            r_data <= r_data;
            r_index <= r_index;
            o_shift_data <= i_data;
            o_shift_index <= i_index;
        end
    end
    assign o_data = r_data;
    assign o_index = r_index[INDEX_WIDTH-1:0];
endmodule
### /design/flow/run.sh
#!/bin/bash
# OpenROAD 26Q1-2900-gdf79404cd8, Yosys 0.63+post, stock flow scripts
make -C /OpenROAD-flow-scripts/flow DESIGN_CONFIG=/design/flow/config.mk WORK_HOME=/design/flow/orfs finish
==> flow_summary.toml <==
# generated from flow reports
[status]
status = "complete, no violations"

[clock_network]
clkLatencyLatePin_ns = 0.72
cts-root-buf = "clkbuf_16"
cts.sinks = 1016
tritoncts = "yes"
cts_setup_buffers = 0
cts-buffers-inserted = 115
clock_path_buffers = 3
clkTransAtPathRegs_ns = 0.06
htree_levels = 3

[worst_setup_path]
crit_arrival_ns = 2.34
crit_fanout = 2
setup.worst_path.start_class = "register"
worstSetupPathType = "register to output port"
crit_required_ns = 2.56
reg2reg_to = "genblk1[0].genblk1.U_sort_pe.r_index[9]$_DFFE_PN1P_"
cp-end-kind = "output port"
rr_startpoint = "genblk1[0].genblk1.U_sort_pe.r_data[3]$_DFFE_PN1P_"
r2r_slack_ns = 0.60
r2r_cells = 7

[die]
dieArea_um2 = 138000
fp_util_pct = 40.3
die_x_um = 372
ioPinCount = 532
die_h_um = 372
rows = 135
core_um2 = 136000

[timing]
worst_slew_pin_slew_ns = 1.09
fin_crit_sh_pct = 93.3
min_period_ns = 2.98
holdWs_ns = 0.190
slew_headroom_pct = 27.3
fmax_mhz = 335
hold_viol_final = 0
clock_skew_ns = 0.192
drv_slew = 0
finalSetupViolations = 0
setup_ws_ns = 0.216
rsz0062_at_grt = "false"

[drt]
drtPass1Iterations = 5
drt_iter0_drc = 3599
viasPerCell = 5.69
routed-via-count = 44200
routed_wl_um = 163000
antenna_left = 0
drcViolationCount = 0
drt-wirelength-per-cell_um = 21.0

[finish]
layout-drive-gt1-share_pct = 14.1
final_util_pct = 46.9
syn_to_final_growth_pct = 16.2
final_common_cell = "nor2_1"
final_cell_mix = "nor2_1, dfrtp_1, o21ai_0"
final_cells = 7763

[placement]
io_buffers = 531
dp_slack_ns = -0.109
dp.cells = 7543
gp_congestion = 0.931
place_hpwl_um = 112000

[logic_synthesis]
ys_warn_count = 2
avgSynthCellArea_um2 = 9.41
top_area_cell = "dfrtp_1"
syn_area_um2 = 54700
yosys.stat.seqShare_pct = 47.4
synth_flops = 1016
synth_top_flop_cell = "dfrtp_1"
top_area_share_pct = 28.2
ys_area_um2 = 54700
ys_cells = 5813
synth_cells = 5813
synthArstFlopShare_pct = 100
synth_cell_type_count = 57
area_leaders = "dfrtp_1, dfstp_2, nor2_1"
synth-edff-count = 0

[global_route]
track_usage_pct = 24.1
antenna_found_initial = 1
grt_pass1_vias = 41300
grt.overflow.total = 0
grt_pass1_wl_um = 252000
grt_max_degree = 159

[run]
drv_cap = 0
stage_log_warnings = 38

[power_and_ir_drop]
p_comb_share_pct = 31.2
power_mw = 46.6
p_clk_share_pct = 28.7
switching_share_pct = 34.6
irDropWorstVdd_v = 0.000439
p_seq_share_pct = 40.1
power_density_nw_per_um2 = 733
p_leak_nw = 26.3
p_int_mw = 30.5
switchingPower_mw = 16.1

[worst_hold_path]
hp-class = "primary input to asynchronous set/reset pin"
## through the flow
stage / TNS (ns) / cell area [µm²]
after detailed placement: -0.109 / 59700
after global routing: 0 / 63600
after floorplan: 0 / 54700
after CTS: 0 / 63600
after global placement: -0.0676 / 59700
final: 0 / 63600
## critical path, stage by stage (launching register included)
cell and delay (ns):
dfrtp_1 0.39, nor4b_1 0.44, nand4_1 0.23, nor3_4 0.31
dlygate4sd2_1 0.24
## kinds of logic (layout without fill, tap and decap cells)
logic type      count (synthesis)  count (layout)  synth area share (%)
compound gates               1337            1337                  17.3
xor+xnor                       16              16                 0.256
fa+ha+maj                     144             144                  3.29
buf+inv                       957            1125                  9.10
flops                        1016            1016                  47.4
mux                           351             351                  6.42
other cells                     0               1                     0
simple gates                 1992            1992                  16.3
## how the worst max path moves through the flow
stage                                                      startpoint  endpoint  slack (ns)  depth (start not counted)
after CTS              genblk1[6].genblk1.U_sort_pe.o_valid$_DFF_PN0_   o_valid        0.12                          5
after global routing  genblk1[22].genblk1.U_sort_pe.o_valid$_DFF_PN0_   o_valid        0.04                          5
final                  genblk1[1].genblk1.U_sort_pe.o_valid$_DFF_PN0_   o_valid        0.22                          4
## cells in the mapped netlist, drive strengths merged, types with 15 or more instances
library cell,n
nor2b,50
nand3,477
o2111ai,32
dfstp,400
ha,144
a21boi,16
o22a,19
buf,375
o211a,16
a211oi,15
mux2i,351
a211o,16
dfrtp,616
o21ai,565
or2,17
inv,178
o22ai,16
clkbuf,404
nor2,1199
or4b,17
nor3,53
and3,32
nand2,46
o211ai,64
o41ai,16
o31ai,68
o21a,16
a21oi,16
and3b,16
a311oi,438
nand4,50
## state kept, by name, summed over array words and instances, names as in the netlist
name	count
genblk1.genblk1.U_sort_pe.o_shift_data	124
genblk1.genblk1.U_sort_pe.o_shift_index	315
genblk1.genblk1.U_sort_pe.o_valid	32
genblk1.genblk1.U_sort_pe.r_data	128
genblk1.genblk1.U_sort_pe.r_index	320
o_count_valid	1
o_row_block_count	96
## final cells by class
cell class | instances | area, µm²
sequential | 1016 | 25900
multi-input combinational | 3840 | 23900
clock buffer | 187 | 3480
inverter | 178 | 671
tap | 1781 | 2230
timing repair buffer | 728 | 7090
fill | 12300 | 72100
clock inverter | 32 | 332
antenna | 1 | 2.50
## power groups by stage
stage / Sequential, mW / Clock (mW) / Combinational [mW]
5_1_grt: 19.0 / 14.2 / 16.2
4_1_cts: 18.7 / 13.7 / 14.6
6_report: 18.7 / 13.4 / 14.5
## what timing repair did
action	in CTS	in global routing
hold endpoints to repair	23	0
gates resized	5	0
endpoints found under the setup margin	1	0
hold buffers	1	0
## layer usage
metal	part of all wire [%]	global-route usage (%)	up-vias
met4	2.8	5.73	0
met2	45	34.9	1378
li1	-	-	20900
met1	43	36.5	21700
met5	0	0	-
met3	8.9	7.63	221
Power is estimated from default activity; no workload was simulated.
