### /design/flow/design.v
`timescale 0.1ns / 0.1ns
module crossbar # (
        parameter NUM_PES = 32,
        parameter IN_DATA_WIDTH = 16,
        parameter INDEX_WIDTH = 9
    )(
        input clk,
        input rst_n,
        input [NUM_PES*IN_DATA_WIDTH-1:0] i_data_bus,
        input [NUM_PES*INDEX_WIDTH-1:0] i_index_bus,
        output reg [NUM_PES*IN_DATA_WIDTH-1:0] o_data_bus
    );
    genvar i;
    generate
        for(i=0; i<NUM_PES; i=i+1) begin:crossbar
            always @(posedge clk or negedge rst_n) begin
                if(rst_n == 1'b0) begin
                    o_data_bus[i*IN_DATA_WIDTH +: IN_DATA_WIDTH] <= 'b0;
                end
                else begin
                    o_data_bus[i*IN_DATA_WIDTH +: IN_DATA_WIDTH] <= i_data_bus[i_index_bus[i*INDEX_WIDTH +: INDEX_WIDTH]*IN_DATA_WIDTH +: IN_DATA_WIDTH];
                end
            end
        end
    endgenerate
endmodule
### /design/flow/run.sh
#!/bin/bash
# OpenROAD 26Q1-2900-gdf79404cd8, Yosys 0.63+post, stock flow scripts
make -C /OpenROAD-flow-scripts/flow DESIGN_CONFIG=/design/flow/config.mk WORK_HOME=/design/flow/orfs finish
### /design/flow/config.mk
export PLATFORM = sky130hd
export DESIGN_NAME = crossbar
export DESIGN_NICKNAME = crossbar
export VERILOG_FILES = /design/flow/design.v
export SDC_FILE = /design/flow/constraint.sdc
export NUM_CORES = 4
export LEC_CHECK = 1
export CORE_UTILIZATION = 50
### /design/flow/constraint.sdc
current_design crossbar

set clk_period 1.0
set clk_io_pct 0.2

create_clock -name clk0 -period $clk_period [get_ports {clk}]

set non_clock_inputs [all_inputs -no_clocks]
set_input_delay [expr $clk_period * $clk_io_pct] -clock clk0 $non_clock_inputs
set_output_delay [expr $clk_period * $clk_io_pct] -clock clk0 [all_outputs]
==> out/qor.yml <==
yosys:
  yosys-stat-cells: 12200
  synth_flops: 512
  synthTopCellsByCount: "sky130_fd_sc_hd__mux4_2, sky130_fd_sc_hd__mux2i_1, sky130_fd_sc_hd__clkbuf_1"
  synth_dominant_cell_count: "sky130_fd_sc_hd__mux4_2"
  synth.avg_cell_area_um2: 12.6
  ys_async_sr_fraction: 1.00
  yosys_warnings: 1
  top_cells_by_area: "sky130_fd_sc_hd__mux4_2, sky130_fd_sc_hd__mux2i_1, sky130_fd_sc_hd__dfrtp_1"
  synth_seq_share: 0.0835
  ys_types: 36
  enable_flop_cells: 0
  synthFlopType: "sky130_fd_sc_hd__dfrtp_1"
  top_area_cell: "sky130_fd_sc_hd__mux4_2"
  synth_area_um2: 153000
  synth_cells: 12200
  yosysTopAreaCellShare: 0.484
  synth.yosys.chip_area_um2: 153000
die:
  die_span_x_um: 556
  io-pin-count: 1314
  floorplan.rows: 203
  initial_core_util: 0.502
  die-height_um: 556
placement:
  dp_slack_ns: -2.43
  detailed_place_hpwl_mm: 965
  finalWeightedCongestion: 1.38
  port_buffers: 1249
  post-place-cells: 20000
  post_dp_cell_area_um2: 215000
global_route:
  grt_overflow: 45400
  first_pass_grt_wire_length_mm: 2140
  grt_util_all_layers: 1.14
  first_global_vias: 225000
  grt_start_max_net_pins: 45
clocking:
  clock_tree.htree_level_count: 3
  clock_sink_count: 512
  cts_made_buffers: 70
  root_buffer: "sky130_fd_sc_hd__clkbuf_16"
  ctsLongestPathBuffers: 3
outcome:
  outcome: "aborted with a tool error"
  last-stage-reached: "5_1_grt"
  first_logged_error_message: "[ERROR GRT-0116] Global routing finished with congestion. Check the congestion regions in the DRC Viewer."
routing by layer:
metal | GRT overflow | global-route usage
met4 | 4374 | 1.02
met1 | 9575 | 1.08
met3 | 5621 | 1.01
met5 | 618 | 0.971
met2 | 25200 | 1.35
cell families after synthesis:
group | count (synthesis) | synth area share
mux | 5632 | 0.666
buf+inv | 3104 | 0.113
compound gates | 2429 | 0.121
simple gates | 550 | 0.0163
flops | 512 | 0.0835
repair_timing:
item | in CTS
cloned | 341
setup buffers | 688
setup endpoints to repair | 1024
resized | 4239
hold buffers | 2
hold endpoints to repair | 513
pin swaps | 167
